File: ./design.v
module controller(
	clk,
	rst,
	opcode,
	func,
	RegDst,
	Jmp,
	DataC,
	Regwrite,
	AluSrc,
	AluSrc1,
	Branch,
	MemRead,
	MemWrite,
	MemtoReg,
	AluOperation,
	NBranch
	);
	input 				clk,rst;
	input      [5:0] 	opcode,func;
	output reg [1:0]	RegDst,Jmp;
	output reg		    DataC,Regwrite,AluSrc,AluSrc1,Branch,NBranch,MemRead,MemWrite,MemtoReg;
	output reg [3:0]    AluOperation;
	always@(opcode,func) begin
		    {RegDst,Jmp,DataC,Regwrite,AluSrc,Branch,MemRead,MemWrite,MemtoReg,AluOperation,AluSrc1,NBranch}=0;
			case(opcode) 
				6'b000000: begin
					case(func)
						010000:begin  
							Jmp=2'b10;
						end
						010001:begin  
							RegDst=2'b10;
							DataC=1;
							Regwrite=1;
							Jmp=2'b10;
						end
						001011:begin
							RegDst=2'b01;
							Regwrite=1;
							AluOperation=4'b1000;
						end
						001100:begin
							RegDst=2'b01;
							Regwrite=1;
							AluOperation=4'b1001;
						end
						001101:begin
							RegDst=2'b01;
							Regwrite=1;
							AluOperation=4'b1010;
						end
						default :begin
							RegDst=2'b01;
							Regwrite=1;
							AluOperation=func[3:0];
							if(func[3:2]== 2'b10) AluSrc1 = 1'b1;
						end
					endcase
				 end
				6'b001000: begin
					Regwrite=1;
					AluSrc=1;
					AluOperation=4'b0000;
				 end
				6'b001010: begin
					Regwrite=1;
					AluSrc=1;
					AluOperation=4'b0101;  
				 end
				6'b010111: begin
					Regwrite=1;
					AluSrc=1;
					AluOperation=4'b0000;
					MemRead=1;
					MemtoReg=1;
				 end
				6'b101011: begin
					AluSrc=1;
					AluOperation=4'b0000;
					MemWrite=1;
				 end
				6'b000100: begin
					AluOperation=4'b0001;
					Branch=1;
				 end
				6'b000010: begin
					Jmp=2'b01;
				 end
				6'b000011: begin
					RegDst=2'b10;
					DataC=1;
					Regwrite=1;
					Jmp=2'b01;
				 end
				 6'b001101: begin
					Regwrite=1;
					AluSrc=1;
					AluOperation=4'b0100;
				 end
				 6'b001111: begin
					Regwrite=1;
					AluSrc=1;
					AluOperation=4'b0111;
				 end
				  6'b000101: begin
					AluOperation=4'b0001;
					NBranch=1;
				 end
				  6'b000001: begin
					Regwrite=1;
					AluSrc=1;
					AluOperation=4'b0011;
				 end
				 6'b001101: begin
					Regwrite=1;
					AluSrc=1;
					AluOperation=4'b0100;
				 end
				6'b000111: begin
					Regwrite=1;
					AluSrc=1;
					AluOperation=4'b1111;
				 end
			endcase
	end
endmodule
File: ./run.sh
#!/bin/bash
# OpenROAD 26Q1-2900-gdf79404cd8, Yosys 0.63+post, stock flow scripts
make -C /OpenROAD-flow-scripts/flow DESIGN_CONFIG=/design/flow/config.mk WORK_HOME=/design/flow/orfs finish
File: ./config.mk
export PLATFORM = sky130hd
export DESIGN_NAME = controller
export DESIGN_NICKNAME = controller
export VERILOG_FILES = /design/flow/design.v
export SDC_FILE = /design/flow/constraint.sdc
export NUM_CORES = 4
export LEC_CHECK = 1
export CORE_AREA = 10 10 70 70
export DIE_AREA = 0 0 80 80
File: ./constraint.sdc
current_design controller

set clk_period 2.4
set clk_io_pct 0.2

create_clock -name clk0 -period $clk_period

set non_clock_inputs [all_inputs -no_clocks]
set_input_delay [expr $clk_period * $clk_io_pct] -clock clk0 $non_clock_inputs
set_output_delay [expr $clk_period * $clk_io_pct] -clock clk0 [all_outputs]
==> out/metrics.cfg <==
[die]
pin_count=31
row_count=21
die_area_sq_um=6400
die_w_microns=80
fp.dieH_microns=80
fp_util_pct=10.7
core_sq_um=3420

[drt]
antenna_left=0
routedWlPerCell_microns=10.8
n_antenna_cell=0
drcViolationCount=0
wl_mm=1.37
viasPerCell=3.53
initialDrtViolationCount=8
dr_total_vias=448
firstDrtPassIters=4

[synth]
syn_avg_cell_area_sq_um=7.16
simple_gate_share_pct=53.4
ys_chip_area_sq_um=365
synthCells=51
muxShareOfSynthArea_pct=0
aoi_share_pct=22.3
synth-xor-area-share_pct=2.40
topCombFamilyByArea=simple AND/OR/NAND/NOR gates
yosysSeqAreaShare_pct=0
ys_cells=51
syn-cell-area_sq_um=365
yosys.cell_types.count=34
yosysWarnings=1
yosys.area_share.adder_pct=0

[power]
comb_power_share_pct=100.0
switchingPower_w=0.0000368
finalPower_w=0.0000885
p_seq_share_pct=0
vdd_drop_max_mv=0.0462
p_sw_share_pct=41.6
p_per_area_nw_per_um2=117
p_clk_share_pct=0
p_leak_nw=0.297
intPower_w=0.0000516

[worst_setup_path]
cp_slowest_cell=clkdlybuf4s50_1
worstSetupPathType=in2out
slowest_delay_ns=0.47
cp-start-kind=input pin
arrival_ns=1.83
path_max_fanout=9
worst-path-stages=7
cp.required_ns=1.92
worstPathCellList=dlygate4sd2_1 -> buf_12 -> nor2b_4 -> nand2_2 -> nor3b_2 -> buf_4 -> clkdlybuf4s50_1
critical_path.top_delay_family=buffers and inverters
critPathBufInv=4
worstSetupEndpointType=output pin

[layout]
clockBufferCount=0
regArea_sq_um=0
n_sequential_cell=0
post-route-util_pct=22.1
drive_above_1_share_pct=35.8
lay_top_count=clkdlybuf4s50_1
area_delta_synth_final_pct=106
final_area_sq_um=753
layout_top_cells=clkdlybuf4s50_1, buf_4, dlygate4sd2_1
fillCellCount=383
logic_area_sq_um=327

[sta]
setup_violations=0
hold_viol=0
rsz0062_at_grt=no
period_used_pct=96.4
slew_viol_final=0
post-route-min-period_ns=2.31
max_freq_ghz=0.432

[placement]
gp_routability_congestion=0.778
hpwl_mm=1.21
port_buffers=26
place_area_sq_um=709

[outcome]
status=completed

[grt]
track_usage_pct=4.11
grt_pass1_wl_mm=2.22
antenna_found_initial=0
grt_overflow=0
grt_pass1_vias=484
grt_max_degree=12

[min_path]
hold_depth=4
whs_endpoint=AluSrc
hp-start=opcode[4]
worstHoldPathType=in2out

[flow_run]
maxCapViolations=0
warnings=36

[stage by stage]
stage               setup slack, ns  hold slack [ns]  instances  TNS, ns
detailed placement           -0.181             1.96        126    -1.65
CTS                         0.00136             1.71        127        0
finish                       0.0872             1.66        127        0
floorplan                     0.812            0.983         51        0
global placement             -0.195             1.96        126    -1.68
global route                0.00497             1.69        127        0
[cell type report]
type                            instances  share of cell area [%]
Timing Repair Buffer                   38                    48.0
Multi-Input combinational cell         41                    43.4
Tap cell                               46                    7.64
Inverter                                2                   0.997
[logic make-up (layout without fill, tap and decap cells)]
family | count (synthesis) | in the layout
other cells | 1 | 1
buf+inv | 10 | 40
simple gates | 27 | 27
compound gates | 12 | 12
xor+xnor | 1 | 1
[what timing repair did]
action | 4_1_cts | 5_1_grt
buffers inserted | 1 | 0
hold buffers | 0 | 0
resized | 12 | 5
pin swaps | 3 | 1
setup endpoints to repair | 15 | 6
[per-layer routing]
metal | global-route usage, % | wire length, microns | up-vias | share of wire [%]
li1 | - | - | 238 | -
met1 | 4.48 | 537 | 200 | 39
met2 | 8.27 | 746 | 10 | 55
met3 | 0.795 | 82 | 0 | 6.0
met4 | 0 | 0 | 0 | 0
met5 | 0 | 0 | - | 0
[worst max path at each step]
stage / start / end
6_report: opcode[3] / MemtoReg
5_1_grt: opcode[1] / AluOperation[3]
4_1_cts: opcode[4] / Jmp[0]
[cell usage after synthesis (all sizes together)]
| cell type | number | area (sq um) |
|---|---|---|
| o22ai | 1 | 6.26 |
| conb | 1 | 3.75 |
| nand3 | 1 | 5.00 |
| nor2b | 2 | 22.5 |
| and2 | 2 | 16.3 |
| o221ai | 1 | 8.76 |
| a211oi | 1 | 12.5 |
| and3 | 1 | 6.26 |
| or2 | 1 | 6.26 |
| xnor2 | 1 | 8.76 |
| and4bb | 1 | 12.5 |
| nand4b | 1 | 8.76 |
| a21oi | 1 | 5.00 |
| nor3 | 3 | 15.0 |
| nor3b | 3 | 27.5 |
| a22oi | 1 | 7.51 |
| o21ai | 4 | 20.0 |
| nand3b | 1 | 7.51 |
| nand2 | 4 | 17.5 |
| buf | 8 | 68.8 |
| nor2 | 5 | 37.5 |
| nand2b | 2 | 12.5 |
| inv | 2 | 7.51 |
| a31oi | 2 | 12.5 |
| a32oi | 1 | 8.76 |
[power groups by stage]
| stage | Sequential [W] | Combinational [W] | Clock, W |
|---|---|---|---|
| after CTS | 0 | 0.0000873 | 0 |
| after global routing | 0 | 0.0000971 | 0 |
| final | 0 | 0.0000885 | 0 |
